## flow/design.v

```verilog
`timescale 1ns / 1ps
module pixel_gen(
    input clock,  
    input rst,    
    input up_direct,
    input down_direct,
    input video_on,
    input [9:0] x_pixel,
    input [9:0] y_pixel,
    output reg [11:0] rgb
    );
    parameter X_MAX_WINDOW = 639;
    parameter Y_MAX_WINDOW = 479;
    wire refresh_tick;
    assign refresh_tick = ((y_pixel == 481) && (x_pixel == 0)) ? 1 : 0;  
    parameter X_WALL_LEFT = 32;    
    parameter X_WALL_RIGHT = 39;     
    parameter X_PAD_LEFT = 600;
    parameter X_PAD_RIGHT = 603;     
    wire [9:0] y_pad_t, y_pad_b;
    parameter PAD_H = 72;   
    reg [9:0] y_pad_reg, y_pad_next;
    parameter PAD_V = 3;      
    always @(posedge clock or posedge rst)
        if(rst) begin
            y_pad_reg <= 0;   
        end
        else begin
            y_pad_reg <= y_pad_next;   
        end
    wire pad_on;                  
    wire [11:0] pad_rgb, bg_rgb;  
    assign pad_rgb = 12'h0FF;     
    assign bg_rgb = 12'h00F;      
    assign y_pad_t = y_pad_reg;                              
    assign y_pad_b = y_pad_t + PAD_H - 1;                    
    assign pad_on = (X_PAD_LEFT <= x_pixel) && (x_pixel <= X_PAD_RIGHT) &&  
                    (y_pad_t <= y_pixel) && (y_pixel <= y_pad_b);           
    always @* begin
        y_pad_next = y_pad_reg;   
        if(refresh_tick) begin    
            if(up_direct & (y_pad_t > PAD_V))                
                y_pad_next = y_pad_reg - PAD_V;              
            else if(down_direct & (y_pad_b < (Y_MAX_WINDOW - PAD_V)))  
                y_pad_next = y_pad_reg + PAD_V;              
        end
    end
    always @*
        if(~video_on)
            rgb = 12'h000;           
        else
            begin 
        if(pad_on)
            rgb = pad_rgb;           
        else
            rgb = bg_rgb;            
       end
endmodule
```

## flow/run.sh

```bash
#!/bin/bash
# OpenROAD 26Q1-2900-gdf79404cd8, Yosys 0.63+post, stock flow scripts
make -C /OpenROAD-flow-scripts/flow DESIGN_CONFIG=/design/flow/config.mk WORK_HOME=/design/flow/orfs finish
```

## flow/config.mk

```make
export PLATFORM = sky130hd
export DESIGN_NAME = pixel_gen
export DESIGN_NICKNAME = pixel_gen
export VERILOG_FILES = /design/flow/design.v
export SDC_FILE = /design/flow/constraint.sdc
export NUM_CORES = 4
export LEC_CHECK = 1
export CORE_AREA = 10 10 101 101
export DIE_AREA = 0 0 111 111
```

## flow/constraint.sdc

```tcl
current_design pixel_gen

set clk_period 2.8
set clk_io_pct 0.2

create_clock -name clk0 -period $clk_period [get_ports {clock}]

set non_clock_inputs [all_inputs -no_clocks]
set_input_delay [expr $clk_period * $clk_io_pct] -clock clk0 $non_clock_inputs
set_output_delay [expr $clk_period * $clk_io_pct] -clock clk0 [all_outputs]
```

==> notes.md <==
Here are the numbers from the latest Yosys + OpenROAD run.

The routability-driven placement congestion ratio came out at ~0.84. The report lists the power per cell area as 181 nW/um2. The post-route clock period utilization came out at 119%. Yosys reports the multiplexer fraction of the synthesized area as 0.640%.

For the worst reg-to-reg path, the startpoint reported by OpenROAD is y_pad_reg[2]. The via total after detailed routing is 1,639. Looking at area per cell type in the netlist, the leader is ha_1. The number of pins with negative max-slew slack in the final report is 0. The leakage power is roughly 1.1 nW. The global-route usage over all layers is under 10%. Looking at the clock tree report, the H-tree level count equals 1. Sorting the synthesized cells by area gives the leading types as ha_1 (18%), dfrtp_1 (16%), xnor2_1 (6.2%). The area fraction in compound gates came out at around 19%.

Per the log, the first TritonRoute iteration ended with a DRC count of 62. The CTS sink count came out at 10. The share of the core area taken by cells at floorplan is between 10% and 20%. The worst-case setup margin in the final layout is -0.541 ns. The nature of the critical path startpoint is a flip-flop. The synthesized design devotes to its leading area cell type 17.6% of total area. The primary flip-flop cell chosen by synthesis mapping is dfrtp_1. The worst setup path startpoint is y_pad_reg[1]. The final setup violation count is 4. The OpenROAD report gives the critical path a data arrival time of 2.78 ns. The run finished, with violations left. The share of synthesized area occupied by flip-flops and latches came out at ~16%. Summing the areas of all and, or, nand and nor instances in the mapped netlist gives 25.0% of the synthesized area. The worst-skew pair later-pin latency is 0.23 ns. In this run, post-CTS hold repair placed 0 buffers. The number of flip-flops in the largest register is 10. Of all flip-flops after synthesis, the portion carrying an async set or reset was 100%. The overall power of the completed layout came out at 0.000428 W. The area added between synthesis and finish came out at 50.8%.

The number of antenna violations at the first check in global routing came to 0. The number of antenna repair diodes is 0. The count of final hold-check violations came out at 0.

The type recorded for the worst min-delay path is flip-flop to flip-flop. Using the TritonRoute via totals, the vias-per-cell ratio works out to about 4.4. The time the final worst path needs with I/O delays and setup came out at 3.34 ns. The xor/xnor cell area share of the yosys netlist came out at under 10%.

The run reported a max-capacitance violation count of 0. Per STA, the worst path is made up of inv_2 -> ha_4 -> nor2b_4 -> nor2_4 -> o21ai_2 -> xor2_1 -> ha_1 -> a21o_1 -> a21oi_2 -> or3b_4 -> a221oi_4 -> buf_2. The clock slew at the register clock pins of the worst setup and hold paths came out at 0.05 ns. Measured along the x axis, the die boundary spans approximately 110 um. The synthesized instance count came out at slightly below 200. The worst stage delay on the critical path is 0.41 ns. The number of global-route vias before repair came to ~1,600. In the placement report, post-DP HPWL is listed as 3.89 mm. The layout summary lists the proportion of cells stronger than drive strength 1 as 27.8%. The count of standard-cell rows is 33. The average wire per cell in the routed design came out at 12.4 um. Setup repair after global routing could not meet its margin everywhere. The final global-route overflow total came out at 0. The startpoint identified for the worst hold timing path is y_pad_reg[8]. The first detailed-routing pass took 4 iterations. The register bit total from synthesis is 10. The final reports fail on negative setup slack. The DRC violation count after routing is 0. The maximum fanout count along the critical path came out at 4. The final standard cell utilization of the core came out at 29.0%. ha_1 is the most common cell in the netlist. Per the power-grid run, VDD falls by no more than between 100 and 150 uV. The placed standard-cell area came out at 2270 um2. The area fraction in full adders, half adders and majority gates came out at between 15 and 20%. On the critical path, the stage with the largest delay is an instance of or3b_4. In the final run the clock tree shows a worst skew of 0.000737 ns.

After detailed routing, the total wire length is 4.61 mm. By count the netlist is led by ha_1 (22), inv_1 (17), nor2_1 (16). The core area came out at 8130 um2. For the completed layout, the total cell area is recorded as 2360 um2.

In this run the clock root is driven by a clkbuf_8. Of the combinational cells, the family taking the most area is simple AND/OR/NAND/NOR gates. The number of buffers added on ports came out at 32. The first global-routing pass estimated 7.87 mm of wire. The number of routed nets with antenna violations is 0. The finished layout holds 371 standard cells, fillers aside. The number of warnings reported in the yosys synthesis log came out at 1. The worst setup path is captured at an output port. The post-synth design cell area is 1560 um2. The maximum count of clock buffers along a single path came out at 2. The synthesized netlist was found by Yosys to have between 150 and 200 cells. The required time at the worst-slack endpoint came out at 2.24 ns. TritonCTS built the clock tree.

The post-synthesis chip area from yosys came out at 1560 um2. The number of filler instances in the final layout came out at 833. The per-instance average area after synthesis came out at 7.94 um2. The maximum clock frequency is approximately 300 MHz. For reference, the most critical setup path is categorized as flip-flop to output port.

The sum of negative setup slack is -2.16 ns. The OpenROAD warning count came out at 30. The count of distinct cell types in the synthesized netlist came out at 50. TritonCTS created 3 clock buffers. According to the I/O placement log, the pin count is 37. The largest net degree at the start of global routing is 13.

In this run the full chip footprint comes out at between 10,000 and 15,000 um2. The number of flops mapped to enable cells by yosys is 0. The total instance count after detailed placement is 363. The height of the die is 111 um.
==> kinds of logic (layout without fill, tap and decap cells) <==
kind of cell    after synthesis  after routing
compound gates               41             41
xor+xnor                     15             15
fa+ha+maj                    22             22
buf+inv                      37            103
flops                        10             10
mux                           1              1
other cells                   1              4
simple gates                 70             70
==> timing repair <==
| action | in CTS | in global routing |
|---|---|---|
| endpoints found under the hold margin | 0 | 0 |
| gates resized | 15 | 0 |
| pin swaps | 5 | 4 |
| setup endpoints to repair | 4 | 4 |
| buffers inserted | 4 | 0 |
==> area by class of cell <==
type	instances	area [um2]	share of cell area, %
clock buffer	4	55.1	2.33
inverter	17	63.8	2.71
multi-input combinational	153	1180	50.1
sequential	10	250	10.6
tap	105	131	5.57
timing repair buffer	82	676	28.6
==> worst max-delay path: cells and delay by family (launching register included) <==
| family | cells | cell delay (ns) |
|---|---|---|
| flip-flops | 1 | 0.38 |
| XOR/XNOR | 1 | 0.16 |
| AND-OR/OR-AND | 4 | 0.77 |
| adder cells (fa/ha/maj) | 2 | 0.39 |
| AND/OR/NAND/NOR | 3 | 0.61 |
| buffers and inverters | 2 | 0.23 |
==> final timing paths <==
check	end	slack, ns	depth (start not counted)
worst min-delay path	y_pad_reg[8]	0.62	2
worst max register to register	y_pad_reg[5]	0.35	8
worst min register to register	y_pad_reg[8]	0.62	2
max in group asynchronous	y_pad_reg[3]	1.87	2
worst max-delay path	rgb[7]	-0.54	12
min in group asynchronous	y_pad_reg[7]	0.64	2
==> routing by layer <==
layer  part of all wire (%)  vias to the layer above  wire, um  track usage [%]
li1                       -                      846         -                -
met1                     55                      732      2550             11.4
met2                     40                       55      1830             11.0
met3                    4.3                        6       200             1.15
met4                   0.65                        0        30            0.608
met5                      0                        -         0                0
==> placed cells by master (no fill, tap or decap), types with 5 or more instances in the layout <==
cell and count:
a21o_1 5, buf_4 50, clkdlybuf4s50_1 28, dfrtp_1 10, ha_1 21, inv_1 15, nand2_1 9, nand3_1 5
nand4_1 5, nor2_1 15, nor4_1 9, o21ai_0 5, xnor2_1 11
==> metrics by stage <==
| step | setup slack, ns | hold slack [ns] |
|---|---|---|
| floorplan | -0.379 | 0.400 |
| global placement | -0.847 | 0.606 |
| global route | -0.718 | 0.665 |
| finish | -0.541 | 0.616 |
| CTS | -0.555 | 0.615 |
| detailed placement | -0.870 | 0.605 |
==> where the power goes <==
group	switching, W	leakage (nW)	internal, W	total, W
combinational	0.0000393	0.908	0.0000652	0.000105
sequential	0.000000000807	0.135	0.000145	0.000145
clock	0.0000548	0.0288	0.000123	0.000178
Power and IR drop assume default switching activity.
